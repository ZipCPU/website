### /design/flow/config.mk
export PLATFORM = sky130hd
export DESIGN_NAME = slowmpy_ugly
export DESIGN_NICKNAME = slowmpy_ugly
export VERILOG_FILES = /design/flow/design.v
export SDC_FILE = /design/flow/constraint.sdc
export NUM_CORES = 4
export LEC_CHECK = 1
export CORE_UTILIZATION = 50
### /design/flow/constraint.sdc
current_design slowmpy_ugly

set clk_period 33.8
set clk_io_pct 0.2

create_clock -name clk0 -period $clk_period [get_ports {i_clk}]

set non_clock_inputs [all_inputs -no_clocks]
set_input_delay [expr $clk_period * $clk_io_pct] -clock clk0 $non_clock_inputs
set_output_delay [expr $clk_period * $clk_io_pct] -clock clk0 [all_outputs]
### /design/flow/design.v
`default_nettype none
module	slowmpy_ugly(i_clk, i_stb, i_a, i_b, o_busy, o_result);
	parameter	IW=32;
	input	wire			i_clk, i_stb;
	input	wire	[IW-1:0]	i_a, i_b;
	output	reg			o_busy;
	output	reg	[IW*2-1:0]	o_result;
	reg	[4:0]		count;
	reg	[IW-1:0]	p_a, p_b;
	initial	o_busy = 0;
	always @(posedge i_clk)
	if (!o_busy)
	begin
		count <= 0;
		o_result <= 0;
		p_a <= i_a;
		p_b <= i_b;
		o_busy <= i_stb;
	end else begin
		if (p_b[count])
			o_result <= o_result + ({{(IW){1'b0}}, p_a } << count);
		count <= count + 1;
		o_busy <= (count < 31);
	end
endmodule
### /design/flow/run.sh
#!/bin/bash
# OpenROAD 26Q1-2900-gdf79404cd8, Yosys 0.63+post, stock flow scripts
make -C /OpenROAD-flow-scripts/flow DESIGN_CONFIG=/design/flow/config.mk WORK_HOME=/design/flow/orfs finish
==> flow_metrics.tcl <==
# flow metrics
set metrics [dict create \
    grt_max_degree 67 \
    clock.fmax_mhz 124.0 \
    design.core.area_um2 20360 \
    drive_gt1_share_pct 9.373 \
    rows 52 \
    clkLatencyLatePin_ns 0.43 \
    wl_um 30880 \
    die_w_um 146.5 \
    fin_tns_setup_ns 0 \
    synth-main-ff-cell "dfxtp_1" \
    yosysChipArea_um2 10450 \
    yosysWarnings 1 \
    min_path_type "flop to flop" \
    pre_cts_ws_ns 26.17 \
    layout_min_cycle_time_ns 8.067 \
    drt.antenna.violating_nets 0 \
    max-slew-margin-rel_pct 43.28 \
    cts_root_buf "clkbuf_16" \
    drc_errors 0 \
    port_buffers 130 \
    critPathTopFamily "buffers and inverters" \
    holdWs_ns 0.4729 \
    crit_fanout 4 \
    edf_count 64 \
    post_cts_buffers 0 \
    final_area_um2 12430 \
    worst_pin_slew_ns 0.8477 \
    cts_buffer_depth 2 \
    synth.distinct_cells 82 \
    rsz0062_at_grt "no" \
    routabilityCongestion 0.9999 \
    final_hold_viol_count 0 \
    fin_ws_ns 25.73 \
    fp-utilization_pct 51.30 \
    io_pins 131 \
    avgRoutedWirePerCell_um 19.78 \
    cpMaxStageDelayCell "clkdlybuf4s50_1" \
    htreeDepth 4 \
    fp.dieH_um 146.5 \
    ys_seq_share_pct 31.81 \
    cts_tree "built" \
    worstPathArrival_ns 1.31 \
    cts.sinks 134 \
    maxCapViolations 0 \
    finalCritPeriodShare_pct 23.87 \
    drtIter0Drc 731 \
    antenna_found_initial 0 \
    grt_pass1_wl_um 48560 \
    dp_hpwl_um 23570 \
    clkTransAtPathRegs_ns 0.06 \
    place_area_um2 11800 \
    setup.worst_path.class "flop to primary output" \
    ctsHoldBuffers 0 \
    dieArea_um2 21470 \
    max_stage_delay_ns 0.49 \
    post_cts_resized 0 \
    via_per_inst 6.050 \
    synth_cells 1197 \
    crit_path_end_kind "primary output" \
    cp_num_buf_inv 1 \
    vias 9444 \
    outcome "finished, final reports clean" \
    warnings 26 \
    antenna_cells 0 \
    startpoint_type "flop" \
    numCtsBuffers 17 \
    grt_pass1_vias 8987 \
    slew_violations 0 \
    gr-usage-all-layers_pct 30.36 \
    synthArstFlopShare_pct 0 \
    synth-seq-cells 134 \
    syn_area_um2 10450 \
    dr.pass1.iters 7 \
    syn_area_per_cell_um2 8.727 \
    synthToLayoutAreaGrowth_pct 18.95 \
    cp.required_ns 27.04 \
    fin_skew_ns 0.01301 \
    overflow 0 \
    ys_cells 1197 \
    setup_violations 0 \
    crit_path_cell_trace "clkdlybuf4s50_1" \
]
## metal layers
metal | GRT usage [%] | routed length, µm
met1 | 48.05 | 14330
met4 | 5.938 | 760
met2 | 43.88 | 13160
met3 | 7.675 | 2619
met5 | 0 | 0
## synth_stat cells (5+ instances only)
cell	count	area, µm²
o22ai_1	14	87.58
xor2_1	13	113.9
o21a_1	11	82.58
edfxtp_1	64	1922
nand3_1	23	115.1
o21bai_1	11	82.58
o211ai_1	8	60.06
nor2b_1	8	50.05
nand4_1	32	200.2
or2_2	5	31.28
and2_1	5	31.28
mux4_2	29	653.1
nor2_1	105	394.1
a21o_1	33	247.7
ha_1	64	800.8
nor4_1	5	31.28
dfxtp_1	70	1401
and3_1	10	62.56
buf_4	11	82.58
nand2b_1	6	37.54
a21oi_1	119	595.6
buf_2	18	90.09
o21ai_0	60	300.3
or3_1	13	81.33
nand2_1	160	600.6
mux2i_1	54	540.5
a31oi_1	8	50.05
xnor2_1	27	236.5
buf_1	9	33.78
a211oi_1	18	135.1
mux2_2	18	202.7
nor3_1	24	120.1
clkbuf_1	36	135.1
inv_1	22	82.58
## cells by family after synthesis
kind of cell	after synthesis	synth area share (%)
adders and majority gates	65	7.857
buffers and inverters	104	4.468
xor gates and xnor gates	40	3.354
AOI/OAI and AO/OA	338	20.81
DFF	134	31.81
muxes	101	13.37
and+or+nand+nor	415	18.34
## area by class of cell
| cell class | count | area (µm²) |
|---|---|---|
| Clock buffer | 17 | 425.4 |
| Clock inverter | 15 | 200.2 |
| Fill cell | 1741 | 7939 |
| Inverter | 25 | 96.34 |
| Multi-Input combinational cell | 959 | 6656 |
| Sequential cell | 134 | 3326 |
| Tap cell | 270 | 337.8 |
| Timing Repair Buffer | 141 | 1384 |
## sequential cells by signal (all words and copies together) (netlist names)
register,count
o_result,64
p_a,32
o_busy,1
p_b,32
count,5
## path summary, 6_finish.rpt
check | from | end | slack (ns) | depth (start not counted)
max reg2reg | count[0]$_SDFF_PN0_ | o_result[60]$_SDFFE_PN0P_ | 28.41 | 16
min reg2reg | o_result[9]$_SDFFE_PN0P_ | o_result[9]$_SDFFE_PN0P_ | 0.47 | 2
max | o_result[1]$_SDFFE_PN0P_ | o_result[1] | 25.73 | 1
min | o_result[9]$_SDFFE_PN0P_ | o_result[9]$_SDFFE_PN0P_ | 0.47 | 2
## metrics by stage
step           cells  utilization [%]
2_1_floorplan   1197                -
3_3_place_gp    1529            57.94
3_5_place_dp    1529            57.94
4_1_cts         1561            61.02
5_1_grt         1561            61.02
6_report        1561            61.02
## cells in the final DEF, fill, tap and decap left out, types with 10 or more instances in the layout
cell type,count
buf_4,11
nor2_1,105
o22ai_1,14
xor2_1,13
nand4_1,32
mux2i_1,54
mux4_2,29
o21ai_0,60
nor3_1,24
mux2_2,18
o21a_1,11
nand2_1,160
xnor2_1,27
nand3_1,23
ha_1,64
and3_1,10
a211oi_1,18
clkdlybuf4s50_1,130
or3_1,13
clkbuf_16,17
edfxtp_1,64
a21oi_1,119
dfxtp_1,68
inv_1,22
o21bai_1,11
a21o_1,33
