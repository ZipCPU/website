--- design.v ---
`default_nettype	none
module tfrslow #(
		parameter	W = 32
	) (
		input	wire		i_a_clk,
		input	wire		i_a_reset_n,
		input	wire		i_a_valid,
		output	wire		o_a_ready,
		input	wire	[W-1:0]	i_a_data,
		input	wire		i_b_clk,
		input	wire		i_b_reset_n,
		output	reg		o_b_valid,
		input	wire		i_b_ready,
		output	reg	[W-1:0]	o_b_data
	);
	localparam	NFF = 2;
	reg			a_req, a_ack;
	reg	[W-1:0]		a_data;
	reg	[NFF-2:0]	a_pipe;
	reg			b_req, b_ack, b_stb;
	reg	[NFF-2:0]	b_pipe;
	initial	a_req = 0;
	always @(posedge i_a_clk, negedge i_a_reset_n)
	if (!i_a_reset_n)
		a_req <= 1'b0;
	else if (i_a_valid && !a_req && !a_ack)
		a_req <= 1;
	else if (a_ack)
		a_req <= 0;
	always @(posedge i_a_clk)
	if (i_a_valid && o_a_ready)
		a_data <= i_a_data;
	assign	o_a_ready = !a_req && !a_ack;
	initial	{ b_ack, b_req, b_pipe } = 0;
	always @(posedge i_b_clk, negedge i_b_reset_n)
	if (!i_b_reset_n)
		{ b_ack, b_req, b_pipe } <= 0;
	else begin
		{ b_ack, b_req, b_pipe } <= { b_req, b_pipe, a_req };
		if (!b_ack && b_req && o_b_valid && !i_b_ready)
			b_ack <= 1'b0;
	end
	always @(posedge i_a_clk, negedge i_a_reset_n)
	if (!i_a_reset_n)
		{ a_ack, a_pipe } <= 1'b0;
	else
		{ a_ack, a_pipe } <= { a_pipe, b_ack };
	always @(*)
		b_stb = !b_ack && b_req && (!o_b_valid || i_b_ready);
	initial	o_b_data = 0;
	always @(posedge i_b_clk)
	if (b_stb)
		o_b_data <= a_data;
	initial	o_b_valid = 0;
	always @(posedge i_b_clk, negedge i_b_reset_n)
	if (!i_b_reset_n)
		o_b_valid <= 1'b0;
	else if (!o_b_valid || i_b_ready)
		o_b_valid <= b_stb;
endmodule
--- config.mk ---
export PLATFORM = sky130hd
export DESIGN_NAME = tfrslow
export DESIGN_NICKNAME = tfrslow
export VERILOG_FILES = /design/flow/design.v
export SDC_FILE = /design/flow/constraint.sdc
export NUM_CORES = 4
export LEC_CHECK = 1
export CORE_UTILIZATION = 40
--- run.sh ---
#!/bin/bash
# OpenROAD 26Q1-2900-gdf79404cd8, Yosys 0.63+post, stock flow scripts
make -C /OpenROAD-flow-scripts/flow DESIGN_CONFIG=/design/flow/config.mk WORK_HOME=/design/flow/orfs finish
--- constraint.sdc ---
current_design tfrslow

set clk_period 2.4
set clk_io_pct 0.2

create_clock -name clk0 -period $clk_period [get_ports {i_a_clk}]
create_clock -name clk1 -period $clk_period [get_ports {i_b_clk}]

set non_clock_inputs [all_inputs -no_clocks]
set_input_delay [expr $clk_period * $clk_io_pct] -clock clk0 $non_clock_inputs
set_output_delay [expr $clk_period * $clk_io_pct] -clock clk0 [all_outputs]
==> metrics.yaml <==
status: "completed"
holdBufCountCts: 0
numClockSinks: 71
mux_share: 0
r2r-start: "o_b_valid$_DFFE_PN0P_"
synth.area.top_cells: "edfxtp_1 89%, dfrtp_1 8.1%, nand2b_4 0.64%"
cp-end-kind: "output pin"
hp-class: "flip-flop to flip-flop"
drtAntennaViolNets: 0
io_pins: 72
warnings: 26
finalSetupTns_ns: 0
place_ws_ns: 0.482
grt_max_degree: 24
top_cell_area_share: 0.890
die_w_um: 75.5
dp_hpwl_um: 2290
critPathMaxFanout: 2
r2r_cells: 3
grt_pass1_vias: 1096
grt_first_pass_wirelength_um: 4980
hold_slack_ns: 0.355
yosys.area.top_type: "edfxtp_1"
dr.pass1.iters: 2
die_y_um: 75.5
p_per_area_nw_per_um2: 1000
yosysMostFrequentCell: "edfxtp_1"
finalWorstSetupSlack_ns: 0.657
worst_pin_slew_ns: 0.285
portBuffers: 70
cts.repair.resized: 0
drt-total-wl_um: 3300
cp-start-kind: "flip-flop"
setup_viol: 0
relSlewSlack: 0.810
async_flop_share: 0.0986
syn_inst: 80
power.leakage_nw: 1.10
hold_path_end: "b_req$_DFF_PN0_"
hold-path-cell-count: 0
num_rows: 26
diodes: 0
core_area_sq_um: 5140
synth.distinct_cells: 10
dieArea_sq_um: 5700
viasPerCell: 4.30
synth-xor-area-share: 0
area_growth_pct: 46.9
ys_seq_share: 0.971
edf_count: 64
drive_above_1_share: 0.112
skew_ns: 0.00760
fillers: 383
maxCapViolCount: 0
cts_setup_buffers: 0
drc: 0
compound_area_frac: 0.00579
r2r_slack_ns: 1.07
crit_required_ns: 1.92
avgSynthCellArea_sq_um: 27.0
grt_use_total: 0.137
hp-start: "b_pipe$_DFF_PN0_"
synth-main-ff-cell: "edfxtp_1"
ys_chip_area_sq_um: 2160
yosys_cells: 80
ys_sh_adder: 0
initial_utilization: 0.420
vias: 1032
clk_pin_slew_worst_paths_ns: 0.06
synthesis.area_sq_um: 2160
vdd_drop_max_mv: 0.560
maxSlewViolCount: 0
netlist_top_cells_count: "64 x edfxtp_1, 7 x dfrtp_1, 2 x nor2_1"
detail_route.wl_per_cell_um: 13.7
place.gp.congestion: 0.723
worst-setup-path-type: "flip-flop to output pin"
finalHoldViolCount: 0
timing.rr.end: "o_b_data[22]$_DFFE_PP_"
synth-simple-area-share: 0.0214
drt_iter0_markers: 34
ys_top_logic_family: "simple AND/OR/NAND/NOR gates"
ys_warn_count: 1
ys_seq_elements: 71
arrival_ns: 1.26
antenna_found_initial: 0
cts_tree: "yes"
grt_overflow: 0
rsz0062_at_grt: "false"
## critical path, cell delays in order, from the launching register on
cell	delay [ns]
dfrtp_1	0.39
nor2_2	0.12
clkdlybuf4s50_1	0.47
## cell usage in the layout (no fill, tap or decap)
| cell | instances |
|---|---|
| o21ai_0 | 1 |
| edfxtp_1 | 64 |
| clkbuf_1 | 2 |
| o21a_1 | 1 |
| buf_4 | 4 |
| bufinv_16 | 1 |
| clkinv_2 | 1 |
| nor2_1 | 2 |
| clkdlybuf4s50_1 | 70 |
| nand2b_4 | 1 |
| nor2_2 | 1 |
| inv_1 | 1 |
| clkbuf_8 | 10 |
| nor3b_4 | 1 |
| dfrtp_1 | 7 |
| and2_1 | 1 |
| clkinv_1 | 2 |
## flip-flops by register name, indices dropped and copies added (netlist names)
register and count:
a_pipe 1, o_b_data 32, b_pipe 1, a_data 32, a_req 1, b_ack 1
o_b_valid 1, a_ack 1, b_req 1
## metal layers
layer | global-route usage | vias up | wire [um]
met2 | 0.182 | 69 | 1450
met3 | 0.0938 | 8 | 483
met1 | 0.212 | 473 | 1290
met5 | 0 | - | 0
met4 | 0.0247 | 0 | 64
li1 | - | 482 | -
## cell families (layout without fill, tap and decap cells)
| group | count (synthesis) | count (layout) |
|---|---|---|
| DFF | 71 | 71 |
| and+or+nand+nor | 6 | 6 |
| AOI/OAI and AO/OA | 2 | 2 |
| buffers and inverters | 1 | 91 |
## metrics by stage
stage	utilization	area (sq um)	std cells	power, mW
floorplan	-	2160	80	1.90
global placement	0.581	2980	224	2.31
detailed placement	0.581	2980	224	2.32
CTS	0.617	3170	240	3.23
global route	0.617	3170	240	3.35
finish	0.617	3170	240	3.18
## worst max path at each step
stage,startpoint,end,cells after the start,slack [ns]
4_1_cts,a_ack$_DFF_PN0_,o_a_ready,2,0.64
5_1_grt,a_ack$_DFF_PN0_,o_a_ready,2,0.59
6_report,a_ack$_DFF_PN0_,o_a_ready,2,0.66
## area by class of cell
class                           instances  area (sq um)  share of cell area
Multi-Input combinational cell          8          65.1              0.0205
Timing Repair Buffer                   74           731               0.230
Sequential cell                        71          2100               0.661
Tap cell                               70          87.6              0.0276
Clock inverter                          4          42.5              0.0134
Inverter                                1          3.75             0.00118
Clock buffer                           12           145              0.0458
## where the power goes
part	total [mW]	switching (mW)	internal, mW	leakage [nW]
sequential	1.79	0.0924	1.70	0.675
clock	0.897	0.391	0.506	0.0954
combinational	0.494	0.176	0.318	0.324
total	3.18	0.660	2.52	1.10
Power is estimated from default activity; no workload was simulated.
